File: config.mk
export PLATFORM = sky130hd
export DESIGN_NAME = rf_riscv
export DESIGN_NICKNAME = rf_riscv
export VERILOG_FILES = /design/flow/design.v
export SDC_FILE = /design/flow/constraint.sdc
export NUM_CORES = 4
export LEC_CHECK = 1
export CORE_UTILIZATION = 30
File: constraint.sdc
current_design rf_riscv

set clk_period 6.0
set clk_io_pct 0.2

create_clock -name clk0 -period $clk_period [get_ports {clk_i}]

set non_clock_inputs [all_inputs -no_clocks]
set_input_delay [expr $clk_period * $clk_io_pct] -clock clk0 $non_clock_inputs
set_output_delay [expr $clk_period * $clk_io_pct] -clock clk0 [all_outputs]
File: design.v
package alu_opcodes_pkg;
parameter ALU_OP_WIDTH = 5;
parameter ALU_ADD  = 5'b00000;
parameter ALU_SUB  = 5'b01000;
parameter ALU_XOR  = 5'b00100;
parameter ALU_OR   = 5'b00110;
parameter ALU_AND  = 5'b00111;
parameter ALU_SRA  = 5'b01101;
parameter ALU_SRL  = 5'b00101;
parameter ALU_SLL  = 5'b00001;
parameter ALU_LTS  = 5'b11100;
parameter ALU_LTU  = 5'b11110;
parameter ALU_GES  = 5'b11101;
parameter ALU_GEU  = 5'b11111;
parameter ALU_EQ   = 5'b11000;
parameter ALU_NE   = 5'b11001;
parameter ALU_SLTS = 5'b00010;
parameter ALU_SLTU = 5'b00011;
endpackage
`timescale 1ns / 1ps
interface uart;
    logic rx_i;
    logic tx_o;
    modport dut (input rx_i, output tx_o);
endinterface
interface memory;
    logic [31:0] instr_data;
    logic [31:0] instr_addr;
    logic data_we;
    logic [3:0] data_be;
    logic [31:0] data_addr;
    logic [31:0] data_wdata;
    modport ram (
        input instr_addr,
        input data_we,
        input data_be,
        input data_addr,
        input data_wdata,
        output instr_data
        );
    modport core (
        output instr_addr,
        output data_we,
        output data_be,
        output data_addr,
        output data_wdata,
        input instr_data
    );    
endinterface    
`timescale 1ns / 1ps
module rf_riscv(
        input logic clk_i,
        input logic write_enable_i,
        input logic [4:0] write_addr_i,
        input logic [4:0] read_addr1_i,
        input logic [4:0] read_addr2_i,
        input logic [31:0] write_data_i,
        output logic [31:0] read_data1_o,
        output logic [31:0] read_data2_o       
    );
    logic [31:0] rf_mem [32];
    initial rf_mem[0] <= 32'd0; 
    always_ff @(posedge clk_i) begin
        if (write_enable_i && write_addr_i != 0) begin
            rf_mem[write_addr_i] <= write_data_i;
        end
    end  
        assign read_data1_o = rf_mem[read_addr1_i];
        assign read_data2_o = rf_mem[read_addr2_i];
endmodule
File: run.sh
#!/bin/bash
# OpenROAD 26Q1-2900-gdf79404cd8, Yosys 0.63+post, stock flow scripts
make -C /OpenROAD-flow-scripts/flow DESIGN_CONFIG=/design/flow/config.mk WORK_HOME=/design/flow/orfs finish
==> metrics.sh <==
OUTCOME='finished clean'
POWER.STATIC_LEAKAGE_nW=20.50
FLOORPLANUTILIZATION_PCT=30.30
PERIOD_MINUS_SLACK_NS=5.320
FIRST_PASS_GRT_WIRE_LENGTH_UM=215000
SLEW_AT_THE_PIN_WITH_THE_WORST_MAX_SLEW_SLACK_NS=0.9546
OPENROAD.WARNINGS=26
PWR_DENSITY_CELL_mW_PER_MM2=281.2
CTS-RESIZED-GATES=0
IO_PINS=113
REQUIRED_NS=4.80
MAX_CLOCK_FREQ_MHz=188.0
INITIALDRTVIOLATIONCOUNT=1884
SYNTH.YOSYS.WARNINGS=1
DETAILEDPLACE.WORSTSLACK_NS=0.6500
CHIPHEIGHT_UM=405.1
LOGIC_AREA_MM2=0.01689
DETAIL_ROUTE.VIAS_PER_CELL=5.290
WL_PER_CELL_UM=25.84
CRIT_SLOWEST_CELL='nor2_4'
YS_CHIP_AREA_MM2=0.04876
SYNTH_ASYNC_SR_FLOP_SHARE_PCT=0
VIA_COUNT_OF_THE_FIRST_GLOBAL_ROUTING_PASS=31570
CRITICAL_PATH.CELL_CHAIN='clkdlybuf4s50_1 -> nor2_4 -> buf_4 -> a22o_1 -> nor3_1 -> a31oi_1 -> nand3_1 -> clkdlybuf4s50_1'
POWER.IR.VDD_WORST_uV=210.1
CP.ARRIVAL_NS=4.12
ROUTED_WIRELENGTH_UM=149800
SYNTHESIS.AREA_MM2=0.04876
CRITICAL-PATH-MAX-STAGE-DELAY_NS=0.71
GRT-OVFL-TOTAL=0
ANT_NETS=0
DIE_AREA_MM2=0.1641
LAYOUT.CELLS.MOST_COMMON_LIST='1,024 x mux2i_1, 1,024 x edfxtp_1, 194 x nand3_1'
CRITPATHCAPTURETYPE='primary output'
CLOCK_TREE.ROOT_CELL='clkbuf_16'
PLACE_AREA_MM2=0.05314
HOLD_CLASS='in2reg'
SYNTH-SEQ-AREA-SHARE_PCT=63.07
ROUTABILITYCONGESTION=0.8579
YOSYS_MOST_USED_DFF='edfxtp_1'
NUMBER_OF_REMAINING_DRC_ERRORS=0
ANTENNA_FOUND_INITIAL=9
CELL_COUNT_FINAL_FILLERS_OUT=5797
TIMING.CRITICAL_PATH.FROM_TYPE='input port'
SYNTH-SEQ-CELLS=1024
CTS_SETUP_BUFFERS=0
SLEW_HEADROOM_PCT=36.16
DIE_W_UM=405.1
TOP_CELL_TYPE_BY_TOTAL_AREA_AFTER_SYNTHESIS='edfxtp_1'
MOST_USED_CELL_ALONG_THE_CRITICAL_PATH='clkdlybuf4s50_1'
TNS_NS=0
CELL_ROWS=147
SLEW_VIOLATIONS=0
SYNTH_CELL_TYPES=24
VIAS=30670
POSTCTSHOLDBUFS=0
CLOCKBUFFERDEPTH=3
REGISTERS.TOP_BY_FF_COUNT='rf_mem'
CLK_PIN_SLEW_WORST_PATHS_NS=0.06
FINAL.PERIOD_UTILIZATION_PCT=88.67
CTS_TREE='done'
NUM-FILL-CELLS=15180
PLACED_CELLS=5604
FINISH.INSTANCE_AREA_MM2=0.05647
MAXCAPVIOLCOUNT=0
WORST_HOLD_SLACK_NS=1.307
POST-SYNTH-TOP-AREA-FRACTION_PCT=63.07
TOP_REGS='rf_mem (1024)'
SETUP_WS_NS=0.6796
TRITONCTS_NUM_SINKS=1024
DRT_PASS1_ITERATIONS=5
BUFFER_PORTS.INSERTED=112
UTILIZATION_PCT=35.09
NETLIST_INSTANCES=3386
NETLIST_TOP_CELLS_AREA='edfxtp_1 63%, mux2i_1 21%, a22oi_1 3.0%, a22o_1 2.3%, nand3_1 2.0%'
YOSYSCELLCOUNT=3386
AREA.GROWTH.SYNTH_TO_FINAL_PCT=15.81
CTS_INSERTED_BUFFERS=103
FF_LATCH_AREA_MM2=0.03075
SYNTH.AVG_CELL_AREA_UM2=14.40
FINALSETUPVIOLATIONS=0
REPORT.FINAL.HOLD_VIOL_COUNT=0
DPL.HPWL_UM=87540
GRT_SETUP_UNREPAIRED='false'
CORE_AREA_MM2=0.1609
FLIP_FLOP_COUNT_OF_THE_LARGEST_REGISTER_ALL_COPIES_AND_WORDS_ADDED=1024
GRT.TOTAL_USAGE_PCT=19.11
POST_ROUTE_CELLS_DRIVE_ABOVE_1_SHARE_PCT=9.873
DESIGN_POWER_TOTAL_mW=15.88
EDF_COUNT=1024
WORST-PATH-MAX-FANOUT=19
GRT_START_MAX_NET_PINS=80
CTS-HTREE-LEVELS=3
CRITICAL_PATH_TYPE='in2out'
## power breakdown
part	total [mW]	leakage, nW	switching, mW	internal [mW]
clock	6.35	1.61	2.75	3.60
sequential	8.02	9.25	0.0406	7.98
combinational	1.51	9.64	0.919	0.590
## worst max-delay path: cells and delay by family
kind,cells,cell delay (ns)
AND/OR/NAND/NOR,3,0.98
buffers and inverters,3,1.41
AND-OR/OR-AND,2,0.53
## layout make-up
type                       instances  share of cell area [%]
antenna                            1                0.004432
clock buffer                     130                   4.744
clock inverter                    62                   1.132
multi-input combinational       2140                   29.91
sequential                      1024                   54.46
tap                             2160                   4.786
timing repair buffer             280                   4.968
## layer usage
| metal | share of wire (%) | track usage [%] |
|---|---|---|
| met1 | 37 | 23.64 |
| met2 | 46 | 29.20 |
| met3 | 14 | 11.53 |
| met4 | 2.4 | 3.987 |
| met5 | 0.064 | 0.2081 |
## logic make-up after synthesis
| group | synth area share, % |
|---|---|
| simple gates | 4.709 |
| flops | 63.07 |
| mux | 21.02 |
| buf+inv | 3.146 |
| compound gates | 8.048 |
| other cells | 0.007691 |
## final timing paths
check	start	end	slack (ns)	cells after the start
worst min-delay path	write_data_i[22]	rf_mem[4][22]$_DFFE_PP_	1.31	2
worst max-delay path	read_addr1_i[0]	read_data1_o[15]	0.68	8
## Yosys cell counts, types with 11 or more instances
cell      instances
nor2_1           34
a22oi_1         192
nor3_1           64
mux2i_1        1024
clkbuf_1         82
nand3_1         194
nand2_1         195
buf_1            11
buf_2            62
buf_6            37
edfxtp_1       1024
a21oi_1         192
a31oi_1          64
buf_4            57
a22o_1          128
Power is estimated from default activity; no workload was simulated.
