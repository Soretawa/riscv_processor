File: flow/config.mk
export PLATFORM = sky130hd
export DESIGN_NAME = CSR_riscv
export DESIGN_NICKNAME = CSR_riscv
export VERILOG_FILES = /design/flow/design.v
export SDC_FILE = /design/flow/constraint.sdc
export NUM_CORES = 4
export LEC_CHECK = 1
export CORE_UTILIZATION = 50
File: flow/run.sh
#!/bin/bash
# OpenROAD 26Q1-2900-gdf79404cd8, Yosys 0.63+post, stock flow scripts
make -C /OpenROAD-flow-scripts/flow DESIGN_CONFIG=/design/flow/config.mk WORK_HOME=/design/flow/orfs finish
File: flow/design.v
package alu_opcodes_pkg;
parameter ALU_OP_WIDTH = 5;
parameter ALU_ADD  = 5'b00000;
parameter ALU_SUB  = 5'b01000;
parameter ALU_XOR  = 5'b00100;
parameter ALU_OR   = 5'b00110;
parameter ALU_AND  = 5'b00111;
parameter ALU_SRA  = 5'b01101;
parameter ALU_SRL  = 5'b00101;
parameter ALU_SLL  = 5'b00001;
parameter ALU_LTS  = 5'b11100;
parameter ALU_LTU  = 5'b11110;
parameter ALU_GES  = 5'b11101;
parameter ALU_GEU  = 5'b11111;
parameter ALU_EQ   = 5'b11000;
parameter ALU_NE   = 5'b11001;
parameter ALU_SLTS = 5'b00010;
parameter ALU_SLTU = 5'b00011;
endpackage
`timescale 1ns / 1ps
interface uart;
    logic rx_i;
    logic tx_o;
    modport dut (input rx_i, output tx_o);
endinterface
interface memory;
    logic [31:0] instr_data;
    logic [31:0] instr_addr;
    logic data_we;
    logic [3:0] data_be;
    logic [31:0] data_addr;
    logic [31:0] data_wdata;
    modport ram (
        input instr_addr,
        input data_we,
        input data_be,
        input data_addr,
        input data_wdata,
        output instr_data
        );
    modport core (
        output instr_addr,
        output data_we,
        output data_be,
        output data_addr,
        output data_wdata,
        input instr_data
    );    
endinterface    
`timescale 1ns / 1ps
module CSR_riscv(
    input logic clk_i,
    input logic [31:0] write_data_i,
    input logic [2:0] csr_op_i,
    input logic [31:0] pc_i,
    input logic [11:0] addr_i,
    input logic [31:0] mcause_i,
    output logic [31:0] mie_o,
    output logic [31:0] mtvec_o,
    output logic [31:0] mepc_o,
    output logic [31:0] read_data_o 
    );
    logic [31:0] WD_mux;
    logic mie_en;
    logic mtvec_en;
    logic mscratch_en;
    logic mepc_en;
    logic mcause_en;
    always_comb begin
        case (csr_op_i[1:0])
            0: WD_mux <= 32'b0;
            1: WD_mux <= write_data_i;
            2: WD_mux <= !write_data_i & read_data_o;
            3: WD_mux <= write_data_i | read_data_o;
        endcase
    end
    always_comb begin
            read_data_o <= 32'b0;
        case (addr_i)
            12'h304: read_data_o <= mie_o;
            12'h305: read_data_o <= mtvec_o;
            12'h340: read_data_o <= mscratch;
            12'h341: read_data_o <= mepc_o;
            12'h342: read_data_o <= mcause_reg;
        endcase
    end
    logic [31:0] mepc_mux;
    logic [31:0] mcause_mux;
    always_comb begin
        case (csr_op_i[2])
            0: begin
                mepc_mux <= WD_mux;
                mcause_mux <= WD_mux;
            end
            1: begin
                mepc_mux <= pc_i;
                mcause_mux <= mcause_i;
            end
        endcase
    end
    logic [31:0] mscratch;
    logic [31:0] mcause_reg;
    always_ff @(posedge clk_i) begin
        if (mie_en) mie_o <= WD_mux;
        if (mtvec_en) mtvec_o <= WD_mux;
        if (mscratch_en) mscratch <= WD_mux;
        if (mepc_en | csr_op_i[2]) mepc_o <= mepc_mux;
        if (mcause_en | csr_op_i[2]) mcause_reg <= mcause_mux;
    end
    always_comb begin
        case (addr_i)
            12'h304: begin
                mie_en <= csr_op_i[1] | csr_op_i[0];
                mtvec_en <= 0;
                mscratch_en <= 0;
                mepc_en <= 0;
                mcause_en <= 0;
            end
            12'h305: begin
                mtvec_en <= csr_op_i[1] | csr_op_i[0];
                mie_en <= 0;
                mscratch_en <= 0;
                mepc_en <= 0;
                mcause_en <= 0;
            end
            12'h340: begin
                mscratch_en <= csr_op_i[1] | csr_op_i[0];
                mtvec_en <= 0;
                mie_en <= 0;
                mepc_en <= 0;
                mcause_en <= 0;
            end
            12'h341: begin 
                mepc_en <= csr_op_i[1] | csr_op_i[0];
                mtvec_en <= 0;
                mscratch_en <= 0;
                mie_en <= 0;
                mcause_en <= 0;
            end
            12'h342: begin 
                mcause_en <= csr_op_i[1] | csr_op_i[0];
                mtvec_en <= 0;
                mscratch_en <= 0;
                mepc_en <= 0;
                mie_en <= 0;
            end
            default: begin
                mcause_en <= 0;
                mtvec_en <= 0;
                mscratch_en <= 0;
                mepc_en <= 0;
                mie_en <= 0;
            end
        endcase
    end
endmodule
File: flow/constraint.sdc
current_design CSR_riscv

set clk_period 9.5
set clk_io_pct 0.2

create_clock -name clk0 -period $clk_period [get_ports {clk_i}]

set non_clock_inputs [all_inputs -no_clocks]
set_input_delay [expr $clk_period * $clk_io_pct] -clock clk0 $non_clock_inputs
set_output_delay [expr $clk_period * $clk_io_pct] -clock clk0 [all_outputs]
==> out/metrics.yaml <==
global_routing:
  antenna_found_initial: 0
  gr-total-overflow: 0
  grt_max_degree: 70
  gr-usage-all-layers_pct: 32.7
  grt_pass1_wl_mm: 37.5
  grt_pass1_vias: 6923
clock_tree:
  clock_latency_ps: 430
  hold_buffers: 0
  cts_sinks: 160
  clock_path_buffers: 2
  path_clk_slew_ps: 60
  htreeDepth: 4
  cts_resized: 0
  cts_tree: "yes"
  cts_setup_buffers: 0
  cts_buffers: 17
  cts-root-buf: "clkbuf_16"
final_layout:
  layout_top_cell: "clkdlybuf4s50_1"
  final_cell_mix: "clkdlybuf4s50_1 (235), edfxtp_1 (160), nand2_1 (129)"
  area_delta_synth_final_pct: 39.4
  utilization_pct: 71.3
  fillers: 1043
  drive_above_1_share_pct: 11.1
setup_path:
  worst-path-max-fanout: 36
  worstSetupPathType: "input port to output pin"
  cp-start-kind: "input port"
  critPathArrivalTime_ps: 4920
  crit_path_end_kind: "output pin"
  reg2reg_setup_slack_ps: 7820
  cp_data_required_time_ps: 7600
routing:
  wl_per_cell_microns: 22.2
  dr.pass1.iters: 5
  insertedDiodeCount: 0
  vias: 6851
  drtAntennaViolNets: 0
  drt_iter0_markers: 502
  via_per_inst: 6.07
  wirelength_mm: 25.1
  drc: 0
logic_synthesis:
  edf_count: 160
  ys.flop_type: "edfxtp_1"
  xor_share_pct: 0
  numSynthFlops: 160
  ys_area_sq_um: 8100
  synth.avg_cell_area_sq_um: 11.9
  ys_warn_count: 1
  muxShareOfSynthArea_pct: 0.139
  synth_stat.cells: 681
  synth_seq_share_pct: 59.3
  fa_ha_area_share_pct: 0
  top_logic_kind: "simple AND/OR/NAND/NOR gates"
  ys_sh_simple_pct: 19.4
  yosys.area_share.aoi_pct: 16.5
  syn_area_sq_um: 8100
  postSynthCellCount: 681
  async_reset_ff_share_pct: 0
  synth_cell_types: 39
final_timing:
  fin_tns_setup_ps: 0
  final.period_utilization_pct: 71.8
  grt_setup_unrepaired: "no"
  slew_headroom_pct: 44.3
  hold_viol: 0
  drv_slew: 0
  fin_skew_ps: 5.55
  worst_slew_pin_slew_ps: 836
  setup_viol: 0
  post-route-min-period_ps: 6820
  fmax_mhz: 147
placement:
  routabilityCongestion: 0.888
  dpl.hpwl_mm: 16.1
  portBuffers: 239
floorplanning:
  die-width_microns: 129
  rows: 46
  coreArea_sq_um: 15800
  dieArea_sq_um: 16700
  num_io_pins: 240
  fp_util_pct: 51.2
  fp.dieH_microns: 129
power_and_ir_drop:
  pwr_density_cell_nw_per_um2: 148
  ir_worst_vdd_mv: 0.121
  p_switching_mw: 0.378
  seq_power_share_pct: 49.1
  leakagePower_nw: 4.12
  p_sw_share_pct: 22.7
  pwr-share-comb_pct: 11.3
  pwr-share-clk_pct: 39.6
  internal_power_mw: 1.29
run:
  warnings: 26
  maxCapViolCount: 0
outcome:
  status: "completed"
hold_path:
  hold_path.class: "register to register"
==> logic make-up (layout without fill, tap and decap cells) <==
logic type      count (synthesis)  in the layout
mux                             1              1
buf+inv                        95            327
compound gates                138            138
simple gates                  287            287
flops                         160            160
==> cell usage after synthesis (2+ instances only) <==
cell | instances | area [sq um]
o21ai_1 | 2 | 10.0
a21oi_1 | 2 | 10.0
and3b_1 | 62 | 543
o2111ai_1 | 31 | 272
nor2_1 | 5 | 18.8
edfxtp_1 | 160 | 4800
nand2_1 | 129 | 484
nor3b_1 | 2 | 15.0
nor2b_1 | 3 | 18.8
nor4_1 | 7 | 43.8
nand4_1 | 4 | 25.0
o221ai_2 | 30 | 450
and2_1 | 2 | 12.5
a22o_1 | 31 | 272
inv_1 | 34 | 128
nand3_1 | 63 | 315
a22oi_1 | 33 | 248
clkbuf_1 | 41 | 154
buf_1 | 7 | 26.3
buf_2 | 12 | 60.1
nor3_1 | 2 | 10.0
a21o_1 | 2 | 15.0
==> worst paths after layout <==
kind | from | to | cells after the start
worst min register to register | mie_o[30] | mcause_reg[30] | 2
worst max register to register | mie_o[0] | mcause_reg[0] | 5
worst min-delay path | mie_o[30] | mcause_reg[30] | 2
worst max-delay path | addr_i[5] | read_data_o[0] | 7
==> critical path: stages <==
cell and delay [ps]:
clkdlybuf4s50_1 440, nor3_4 180, buf_4 440, nand3_2 550, buf_4 470, o221ai_1 350, clkdlybuf4s50_1 560
==> per-stage QoR <==
stage	area, sq um	setup slack [ps]	hold slack (ps)	cells	total power [mW]
finish	11300	2680	781	1129	1.67
floorplan	8100	3310	634	681	0.910
CTS	11300	2730	765	1129	1.67
detailed placement	10700	2750	751	1097	1.02
global placement	10700	2760	728	1097	1.02
global route	11300	2550	816	1129	1.72
==> metal layers <==
metal / track usage (%) / share of wire (%) / vias to the layer above
met2: 49.8 / 48 / 443
li1: - / - / 3080
met1: 46.6 / 38 / 3287
met4: 6.44 / 2.2 / 0
met3: 15.2 / 12 / 41
met5: 0 / 0 / -
==> power groups by stage <==
| stage | combinational, mW | sequential (mW) | clock [mW] |
|---|---|---|---|
| 6_report | 0.189 | 0.818 | 0.659 |
| 5_1_grt | 0.204 | 0.820 | 0.696 |
| 4_1_cts | 0.188 | 0.818 | 0.666 |
==> area by class of cell <==
class,instances,area [sq um],area share (%)
Sequential cell,160,4800,42.6
Clock buffer,18,429,3.80
Inverter,34,128,1.13
Tap cell,216,270,2.39
Clock inverter,14,143,1.26
Timing Repair Buffer,261,2540,22.5
Multi-Input combinational cell,426,2980,26.4
No activity file was given, so power comes from the tool's default toggle rates.
